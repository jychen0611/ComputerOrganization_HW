--- constraint.sdc ---
current_design traffic_light

set clk_period 2.5
set clk_io_pct 0.2

create_clock -name clk0 -period $clk_period [get_ports {clk}]

set non_clock_inputs [all_inputs -no_clocks]
set_input_delay [expr $clk_period * $clk_io_pct] -clock clk0 $non_clock_inputs
set_output_delay [expr $clk_period * $clk_io_pct] -clock clk0 [all_outputs]
--- design.v ---
module traffic_light (
    input  clk,
    input  rst,
    input  pass,
    output reg R,
    output reg G,
    output reg Y
);
reg [2:0] current_state;  
reg [10:0] count_traffic;  
initial begin
    R = 0;
    G = 1;
    Y = 0;
    current_state <= 3'd0;
    count_traffic <= 1;
end
always@(posedge clk or posedge rst)begin
    if(rst)
    begin
		current_state <= 3'd0;  
		count_traffic <= 1;
		G=1;
		Y=0;
		R=0;
    end
    else
    begin
    if( !pass ) count_traffic <= count_traffic + 1;
	case(current_state)
	3'b000:begin  
		G=1;
		Y=0;
		R=0;
		if(count_traffic == 1024)begin 
			G=0;
			Y=0;
			R=0;
            current_state <= 3'b001;
            count_traffic <= 1;
		end
	end
	3'b001:begin  
		if(pass==1)begin
			current_state = 3'b000;
		    count_traffic <= 2;
			G=1;
			Y=0;
			R=0;
	        end
		else if(count_traffic == 128)begin  
			G=1;
			Y=0;
			R=0;
            current_state <= 3'b010;
            count_traffic <= 1;
		end
		else begin
			G=0;
			Y=0;
			R=0;
		end
	end
	3'b010:begin  
		if(pass==1)begin
			current_state=3'b000;
		    count_traffic <= 2;
			G=1;
			Y=0;
			R=0;
	        end
		else if(count_traffic == 128)begin  
			G=0;
			Y=0;
			R=0;
            current_state <= 3'b011;
            count_traffic <= 1;
		end
		else begin
			G=1;
			Y=0;
			R=0;
		end
	end
	3'b011:begin  
		if(pass==1)begin
			current_state=3'b000;
		    count_traffic <= 2;
			G=1;
			Y=0;
			R=0;
	        end
		else if(count_traffic == 128)begin  
			G=1;
			Y=0;
			R=0;
            current_state <= 3'b100;
            count_traffic <= 1;
		end
		else begin
			G=0;
			Y=0;
			R=0;
		end
	end
	3'b100:begin  
		if(pass==1)begin
			current_state=3'b000;
		    count_traffic <= 2;
			G=1;
			Y=0;
			R=0;
	        end
		else if(count_traffic == 128)begin  
			G=0;
			Y=1;
			R=0;
            current_state <= 3'b101;
            count_traffic <= 1;
		end
		else begin
			G=1;
			Y=0;
			R=0;
		end
	end
	3'b101:begin  
		if(pass==1)begin
			current_state=3'b000;
		    count_traffic <= 2;
			G=1;
			Y=0;
			R=0;
	        end
		else if(count_traffic == 512)begin  
			G=0;
			Y=0;
			R=1;
            current_state <= 3'b110;
            count_traffic <= 1;
		end
		else begin
			Y=1;
			G=0;
			R=0;
		end
	end
	3'b110:begin  
		if(pass==1)begin
			current_state=3'b000;
		    count_traffic <= 2;
			G=1;
			Y=0;
			R=0;
	        end
		else if(count_traffic == 1024)begin  
			G=1;
			Y=0;
			R=0;
            current_state <= 3'b000;
            count_traffic <= 1;
		end
		else begin
			R=1;
			Y=0;
			G=0;
		end
	end
	endcase
end
end
endmodule
--- config.mk ---
export PLATFORM = sky130hd
export DESIGN_NAME = traffic_light
export DESIGN_NICKNAME = traffic_light
export VERILOG_FILES = /design/flow/design.v
export SDC_FILE = /design/flow/constraint.sdc
export NUM_CORES = 4
export LEC_CHECK = 1
export CORE_AREA = 10 10 98 98
export DIE_AREA = 0 0 108 108
--- run.sh ---
#!/bin/bash
# OpenROAD 26Q1-2900-gdf79404cd8, Yosys 0.63+post, stock flow scripts
make -C /OpenROAD-flow-scripts/flow DESIGN_CONFIG=/design/flow/config.mk WORK_HOME=/design/flow/orfs finish
==> flow_summary.ini <==
; synthesis and place-and-route metrics
[setup_path]
critPathTopFamily = buffers and inverters
worstSetupPathType = in -> reg
required_ns = 2.62
crit_path_end_kind = flop
cp_cell_sequence = clkdlybuf4s50_1, nor2b_1, a31oi_1, a31oi_2, nor2_2, o2bb2ai_1
cp-start-kind = primary input
crit_buf_inv = 1
slowest_delay_ns = 0.63
crit_path_top_delay_cell = clkdlybuf4s50_1
worstPathArrival_ns = 2.17
critPathMaxFanout = 10

[final_layout]
drive_gt1_share_pct = 12.33
final_cells = 248
synthToLayoutAreaGrowth_pct = 18.43

[synth]
yosysChipArea_sq_um = 1195
ys_ff = 17
ys_types = 46
synth_seq_share_pct = 35.81
synth.avg_cell_area_sq_um = 8.474
yosys_warnings = 1
synthFlopType = dfrtp_1
ys_cells = 141
syn-cell-area_sq_um = 1195
edf_count = 0
async_flop_share_pct = 100.0
syn_inst = 141

[power]
switchingPower_mw = 0.5714
p_sw_share_pct = 44.05
power.internal_mw = 0.7258
clkPwrFrac_pct = 15.8
power.leakage_nw = 0.5691
p_per_area_nw_per_um2 = 916.6
power_mw = 1.297
p_seq_share_pct = 34.9
combPwrFrac_pct = 49.3
ir_worst_vdd_mv = 0.4507

[placed_design]
dp_hpwl_um = 1967
portBuffers = 5
pre_cts_slack_ns = 0.2127
gp_congestion = 0.8770
place_inst = 244

[clock_network]
clk_pin_slew_ns = 0.07
h-tree-depth = 1
ctsResizeCount = 0
cts-root-buf = clkbuf_8
cts_tree = done
hold_buffers = 0
clock_sinks = 17
post-cts-setup-buffers = 0
cts_max_path_buffers = 2
cts_buffers = 3
clk_latency_ns = 0.25

[sta]
setup_slack_ns = 0.4562
fmax_mhz = 489.3
tightest_slew_ns = 0.6890
drv_slew = 0
period_used_pct = 81.75
hold_viol_final = 0
fin_crit_ns = 2.044
rsz0062_at_grt = false
max_slew_margin_pct = 53.42
setup_tns_ns = 0
fin_worst_skew_ns = 0.002139
setup_violations = 0

[run]
maxCapViolations = 0
warning_count = 26

[die]
dieWidth_um = 108
initCoreUtil_pct = 15.63
rows = 32
die_h_um = 108
die_area_sq_um = 11660
io-pin-count = 6
core_sq_um = 7647

[drt]
drtIter0Drc = 67
final_antenna_net_count = 0
firstDrtPassIters = 4
vias = 1040
drc_errors = 0
vias_per_cell = 4.194
wl_per_cell_um = 10.94
num_antenna_cells = 0
routed_wl_um = 2714

[global_routing]
use_met2_pct = 7.328
globalRouteOverflowTotal = 0
busiest_layer = met2
grt_util_met1_pct = 6.918
grt_usage_pct = 4.794
use_met3_pct = 1.205
grt_pass1_vias = 1026
grt_max_degree = 18
grt_pass1_wl_um = 4761
antenna_found_initial = 0

[status]
status = finished clean

[hold_path]
hp-class = reg -> reg
[power groups by stage]
stage     Clock [mW]  Combinational, mW  Sequential, mW
4_1_cts        0.216              0.638           0.450
5_1_grt        0.224              0.734           0.471
6_report       0.205              0.640           0.453
[routing by layer]
metal  routed length [um]  up-vias  share of wire, %
met2                 1198       20                44
met1                 1358      498                50
li1                     -      520                 -
met3                  145        2               5.3
met4                   11        0              0.41
met5                    0        -                 0
[worst reg2reg max path, stage by stage, from the launching register on]
cell and delay [ns]:
dfrtp_1 0.41, or4_4 0.59, nor2_4 0.18, a31oi_2 0.18, nor2_2 0.40, o2bb2ai_1 0.14
[per-stage QoR]
step / hold WS (ns) / utilization, % / instance area, sq um
floorplan: 0.4246 / - / 1195
global route: 0.5431 / 18.50 / 1415
CTS: 0.5090 / 18.50 / 1415
finish: 0.4937 / 18.50 / 1415
detailed placement: 0.4931 / 17.90 / 1369
global placement: 0.4731 / 17.90 / 1369
[cells in the final DEF (no fill, tap or decap), drive strengths merged, types with 3 or more instances in the layout]
cell / instances
a31oi: 5
dfrtp: 15
or3: 4
a21oi: 8
o21ai: 11
nor2: 17
nand2: 9
clkdlybuf4s50: 5
buf: 3
nand2b: 3
clkbuf: 3
inv: 7
xnor2: 3
and3: 4
xor2: 7
nor2b: 3
nand3: 9
[cell usage after synthesis (all sizes together) (2+ instances only)]
cell / count / share of area [%]
nor2: 17 / 6.2
dfrtp: 15 / 31
o21ai: 11 / 4.6
nand2: 9 / 2.8
nand3: 9 / 4.2
a21oi: 8 / 3.4
inv: 7 / 2.2
xor2: 7 / 5.1
clkbuf: 6 / 1.9
a31oi: 5 / 3.1
and3: 4 / 2.1
or3: 4 / 2.5
nand2b: 3 / 1.6
nor2b: 3 / 1.6
xnor2: 3 / 2.2
dfstp: 2 / 4.4
ha: 2 / 2.1
nand4: 2 / 1.0
nor3: 2 / 1.3
o221ai: 2 / 1.5
o311ai: 2 / 1.5
or4b: 2 / 1.7
[flip-flops by register name (all words and copies together), names as in the netlist]
signal         cells
G                  1
count_traffic     11
Y                  1
R                  1
current_state      3
[layout make-up]
cell class,count,area [sq um]
fill,845,6232
clock buffer,3,41.29
multi-input combinational,110,714.4
sequential,17,427.9
clock inverter,1,5.005
timing repair buffer,8,72.57
inverter,7,26.28
tap,102,127.6
[kinds of logic after synthesis]
family                   count (synthesis)  share of synthesized area [%]
AND/OR/NAND/NOR                         61                          29.22
AND-OR/OR-AND                           37                          21.15
flip-flops                              17                          35.81
buffers and inverters                   14                          4.398
XOR/XNOR                                10                          7.330
adder cells (fa/ha/maj)                  2                          2.094
[final timing paths]
| check | startpoint | endpoint | slack, ns | cells past startpoint |
|---|---|---|---|---|
| min in group asynchronous | rst | count_traffic[3] | 0.65 | 2 |
| hold reg to reg | R | R | 0.49 | 1 |
| hold / removal | R | R | 0.49 | 1 |
| max in group asynchronous | rst | count_traffic[10] | 1.41 | 2 |
| setup reg to reg | count_traffic[6] | current_state[1] | 0.47 | 5 |
| setup / recovery | pass | current_state[1] | 0.46 | 6 |
